<file path="./run.sh">
#!/bin/bash
# OpenROAD 26Q1-2900-gdf79404cd8, Yosys 0.63+post, stock flow scripts
make -C /OpenROAD-flow-scripts/flow DESIGN_CONFIG=/design/flow/config.mk WORK_HOME=/design/flow/orfs finish
</file>
<file path="./config.mk">
export PLATFORM = sky130hd
export DESIGN_NAME = lfsr
export DESIGN_NICKNAME = lfsr
export VERILOG_FILES = /design/flow/design.v
export SDC_FILE = /design/flow/constraint.sdc
export NUM_CORES = 4
export LEC_CHECK = 1
export CORE_AREA = 10 10 70 70
export DIE_AREA = 0 0 80 80
</file>
<file path="./constraint.sdc">
current_design lfsr

set clk_period 1.5
set clk_io_pct 0.2

create_clock -name clk0 -period $clk_period [get_ports {clk}]

set non_clock_inputs [all_inputs -no_clocks]
set_input_delay [expr $clk_period * $clk_io_pct] -clock clk0 $non_clock_inputs
set_output_delay [expr $clk_period * $clk_io_pct] -clock clk0 [all_outputs]
</file>
<file path="./design.v">
module lfsr#(parameter DATA_WIDTH = 8,
		       TP1 = 0, TP2 = 2, TP3 = 3, TP4 = 4, TP5 = 7)(
  input wire clk,rst,
  output reg[DATA_WIDTH-1:0]state);
    wire feedback;
  always@(posedge clk, negedge rst) begin
 if(!rst) begin
   state <= 8'h01;
 end else begin
   state <= {state[DATA_WIDTH-2:0],feedback};
 end 
end 
assign feedback = state [TP5]^state[TP4]^state[TP3]^state[TP2]^state[TP1];
endmodule
</file>
==> results.tsv <==
stage	metric	value	unit
critical_path	crit-path max cell delay	510	ps
critical_path	R2R Path End	state[0]$_DFF_PN1_	
cells_and_area	Non-Filler Instances	71	
floorplan	die y size	80	um
logic_synthesis	Flops after synth	8	
critical_path	crit-path leading delay family	buffers and inverters	
logic_synthesis	synth top area cells	dfrtp_1 (73%), dfstp_2 (11%), xnor3_1 (9.3%), xnor2_1 (3.6%), xor2_1 (3.6%)	
power	Worst VDD drop	0.0001576	V
floorplan	fp_density	7.070	%
drt	drt wl/cell	8.310	um
global_routing	total grt overflow	0	
timing	max_slew headroom	77.42	%
logic_synthesis	library cells used by synthesis	5	
power	Net Switching	72.89	uW
cts	CTS clock-pin slew for the worst setup and hold paths	50	ps
drt	DRC	0	
place	buffers added on ports	9	
logic_synthesis	number of cells in Yosys stat	11	
logic_synthesis	area fraction in xor and xnor cells	16.58	%
logic_synthesis	Yosys chip area	241.5	um^2
critical_path	CP max FO	3	
critical_path	Buf/Inv on CP	1	
timing	Final Setup Violations	0	
cts	clk latency of the worst-skew pair	250	ps
critical_path	total stage count of the critical path	1	
drt	Initial DRT Pass Iterations	1	
cts	Inserted Clock Buffers	3	
logic_synthesis	share of the synthesized area in the top cell type	72.54	%
critical_path	crit-path cells	clkdlybuf4s50_1	
critical_path	CP max stage cell	clkdlybuf4s50_1	
critical_path	CP arrival	1150	ps
logic_synthesis	simple share	0	%
timing	RSZ-0062 raised after global routing	no	
global_routing	global-route wire length before repair	883	um
critical_path	worst r2r path cells	3	
floorplan	I/O pins	10	
critical_path	CP Launch Type	flip-flop	
cts	TritonCTS Sinks	8	
timing	Hold Fails Final Rpt	0	
timing	post-layout minimum cycle time	1449	ps
critical_path	Critical Path End Type	primary output	
global_routing	largest net degree at the start of global routing	9	
cells_and_area	biggest regs	state (8)	
floorplan	# rows	21	
critical_path	r2r setup slk	340	ps
logic_synthesis	cell area after synthesis	241.5	um^2
logic_synthesis	Synth mux share	0	%
critical_path	CP endpoint	state[4]	
global_routing	vias in the first global route	158	
place	placed cell count	66	
floorplan	chip area	6400	um^2
drt	# diodes	0	
global_routing	initial antenna violation count	0	
run_status	run status	finished, final reports clean	
global_routing	Total GRT Usage	1.983	%
place	post-detail-place hpwl	482.3	um
timing	worst-case clock skew	2.506	ps
timing	Slew @ Worst Pin	337.6	ps
critical_path	worst r2r src	state[0]$_DFF_PN1_	
drt	vias per inst	2.155	
timing	setup TNS	0	ps
cells_and_area	Largest register FFs	8	
drt	Final ANT Viol Nets	0	
logic_synthesis	Synth area leader	dfrtp_1	
critical_path	Setup crit start	state[4]$_DFF_PN0_	
place	Area after DPL	389.1	um^2
critical_path	Setup CP Type	reg -> out	
power	power per cell area	931.7	nW/um^2
cts	CTS tree	yes	
worst_hold_path	worst hold path type	in -> async	
cts	Bufs on Longest Clock Path	2	
cells_and_area	Top reg by flops	state	
floorplan	Core Region	3416	um^2
cts	Root Buffer	clkbuf_4	
cts	Hold Buf Count CTS	0	
power	Leak	0.0001848	uW
logic_synthesis	yosys adder share	0	%
power	sw frac	18.55	%
power	Clk pwr share	43.4	%
floorplan	Chip Width	80	um
logic_synthesis	Synthesis Warnings	1	
logic_synthesis	AO/OA Area Share	0	%
cells_and_area	Design Area, Final	421.7	um^2
logic_synthesis	Seq share, synth	83.42	%
run	Log Warnings	25	
power	Sequential Power Share	55.0	%
logic_synthesis	Post-Synthesis Cells	11	
drt	Vias	153	
cts	CTS HTree Levels	1	
cells_and_area	layout cell share with drive strength beyond 1	20.00	%
power	Pint	320.0	uW
power	Logic pwr share	1.5	%
logic_synthesis	Avg Synthesized Cell Area	21.95	um^2
drt	initial DRC count	0	
drt	Routed WL	590	um
cells_and_area	synth-to-layout area growth	74.61	%
critical_path	Req. time, crit path	1200	ps
timing	Max Clk Rate	690.0	MHz
place	placer's final routability congestion estimate	0.7164	
logic_synthesis	Logic family by area	XOR/XNOR gates	
timing	Final Max Slew Viols	0	
timing	post-layout period usage	96.62	%
run	Max Cap Viol	0	
-- worst min path at each step --
stage | endpoint | slack [ps] | cells past startpoint
6_report | state[6]$_DFF_PN0_ | 320 | 1
5_1_grt | state[6]$_DFF_PN0_ | 340 | 1
4_1_cts | state[6]$_DFF_PN0_ | 320 | 1
-- cells in the final DEF (no fill, tap or decap) --
cell and instances:
dfstp_2 1, clkbuf_1 1, xor2_1 1, buf_4 1, clkdlybuf4s50_1 8, xnor2_1 1
xnor3_1 1, dlygate4sd2_1 1, clkbuf_4 3, dfrtp_1 7
-- cell families (layout without fill, tap and decap cells) --
kind of cell	Yosys count	in the layout
XOR/XNOR	3	3
buffers and inverters	0	14
flip-flops	8	8
-- repair_timing --
item                                    in CTS  in global routing
resized                                      1                  0
setup buffers                                1                  0
endpoints found under the setup margin       1                  0
-- metrics by stage --
step	worst slack [ps]	power (uW)	util, %	hold WS (ps)
5_1_grt	11.60	420.8	12.34	340.8
3_3_place_gp	200.6	226.2	11.39	363.4
6_report	50.68	392.9	12.34	316.6
3_5_place_dp	192.3	226.3	11.39	370.3
4_1_cts	31.19	404.0	12.34	322.2
2_1_floorplan	478.1	219.8	-	4.409
-- power groups by stage --
stage / logic, uW / registers, uW / clock network [uW]
final: 6.03 / 216 / 171
after global routing: 7.27 / 216 / 198
after CTS: 6.46 / 216 / 181
-- metal layers --
metal	vias up	wire length, um	global-route usage (%)
li1	64	-	-
met2	13	137	1.685
met1	76	271	2.716
met4	0	0	0.1761
met3	0	180	2.614
met5	-	0	0
-- cell type report --
| type | count | area, um^2 |
|---|---|---|
| multi-input combinational | 3 | 40.04 |
| tap | 46 | 57.56 |
| timing repair buffer | 10 | 96.34 |
| sequential | 8 | 201.4 |
| clock buffer | 4 | 26.28 |
| fill | 399 | 2994 |
-- cells in the mapped netlist --
library cell / instances
xor2_1: 1
xnor2_1: 1
dfstp_2: 1
xnor3_1: 1
dfrtp_1: 7
No activity file was given, so power comes from the tool's default toggle rates.
