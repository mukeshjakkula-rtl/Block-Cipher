===== /design/flow/run.sh =====
#!/bin/bash
# OpenROAD 26Q1-2900-gdf79404cd8, Yosys 0.63+post, stock flow scripts
make -C /OpenROAD-flow-scripts/flow DESIGN_CONFIG=/design/flow/config.mk WORK_HOME=/design/flow/orfs finish

===== /design/flow/config.mk =====
export PLATFORM = sky130hd
export DESIGN_NAME = s_box
export DESIGN_NICKNAME = s_box
export VERILOG_FILES = /design/flow/design.v
export SDC_FILE = /design/flow/constraint.sdc
export NUM_CORES = 4
export LEC_CHECK = 1
export CORE_AREA = 10 10 83 83
export DIE_AREA = 0 0 93 93

===== /design/flow/constraint.sdc =====
current_design s_box

set clk_period 3.6
set clk_io_pct 0.2

create_clock -name clk0 -period $clk_period

set non_clock_inputs [all_inputs -no_clocks]
set_input_delay [expr $clk_period * $clk_io_pct] -clock clk0 $non_clock_inputs
set_output_delay [expr $clk_period * $clk_io_pct] -clock clk0 [all_outputs]

===== /design/flow/design.v =====
module gfmult(
 input [3:0]A,B,
 output wire [3:0]out);
 reg [3:0]a,b,acc;
 always@(*) begin
 a = A;
 b = B;
 acc = 4'b000;
  for(integer i = 0; i < 4; i = i + 1) begin
     if(b[0]) acc = acc ^ a;
     if(a[3]) a = (a << 1)^ 4'b0011;  
     else a = a << 1;
     b = b >> 1;
  end 
 end 
 assign out = acc;
endmodule 
module s_box(
  input wire [7:0]plain_data,
  output wire [7:0]swapped_data
);
 wire [3:0]a,b;
 wire [3:0]A,B;
 wire [3:0]mux1in1,mux2in1;
 wire mux1sel,mux2sel;
  mux f1(mux1in1,a,mux1sel1,B);
  ord f2(b,mux1sel1); 
  mux f3(mux2in1,b,mux2sel, A);
  ord f4(B,mux2sel);
  gfmult f5(a,b,mux1in1);   
  gfmult f6(b,B,mux2in1);  
 assign a = plain_data[7:4];
 assign b = plain_data[3:0];          
 assign swapped_data = {A,B}^ 8'b01 ;
endmodule 
module mux(
 input wire [3:0]in1,in0,
 input wire s,
 output wire [3:0]y);
assign y = s ? in1 : in0;
endmodule 
module ord(
 input wire [3:0]in,
 output wire y);
wire x,z;
assign x = in[0] | in[1];
assign z = in[2] | in[3];
assign y = x | z;
endmodule 

==> reports/qor.csv <==
metric,value,unit
status,"complete, no violations",
final_util,43.1,%
p_total,0.424,mW
clkbuf_count,0,
ios,16,
hpwl,2910,um
max_clock_freq,285,MHz
antenna_found_initial,0,
synth_cell_types,52,
syn_to_final_growth,102,%
p_seq_share,0,%
routed_wl,4330,um
crit_chain,"buf_12, nand2_8, xor2_4, and2_4, a221o_1, buf_4, or4_4, o311ai_4, xor2_2, mux2i_1, buf_2",
yosys.stat.seqShare,0,%
p_sw,0.178,mW
power.internal,0.246,mW
holdCritStartpoint,plain_data[1],
n_antenna_cell,0,
drive_above_1_share,53.9,%
setup_viol,0,
finalMaxSlewViolations,0,
grt_pass1_vias,1450,
drc,0,
mostFrequentLayoutCell,buf_4,
dp_cells,296,
hold_path_class,primary input to output port,
netlist_area,0.00110,mm2
portBuffers,16,
yosys_warnings,2,
stdcell_area,0.00222,mm2
yosys.area.top_type,nand2_1,
initCoreUtil,21.4,%
fp.dieW,93,um
comb_power_share,100.0,%
powerDensity,191,mW/mm2
placed_area,0.00171,mm2
endpoint_kind,output port,
min_period,3510,ps
whs_path_depth,6,
topCellsByArea,"nand2_1 (8.9%), xnor2_1 (8.8%), o21ai_0 (5.9%), nor2_1 (4.4%), xnor3_1 (4.1%)",
switching_share,41.9,%
design.seq.count,0,
grt_util_all_layers,9.29,%
drt_iter0_drc,160,
startpoint_type,primary input,
routed_via_density,4.78,
critical_path_class,primary input to output port,
fill_cells,505,
setup-tns-final,0,ps
yosysTopAreaCellShare,8.88,%
dieArea,0.00865,mm2
tool_warnings,32,
placementRows,26,
seqCellArea,0,um2
cp_slowest_cell,or4_4,
num_vias,1568,
rsz0062_at_grt,no,
final_antenna_net_count,0,
worstPathMaxFanout,5,
setup_slack,90.2,ps
maxSlewHeadroom,76.9,%
critPathMaxStageDelay,520,ps
max_slew.worst_pin.slew,346,ps
grt_pass1_wl,6890,um
instances_no_fill,328,
cp_data_arrival_time,2790,ps
drv_cap,0,
min_to,swapped_data[5],
leakagePower,1.02,nW
clock_power_share,0,%
cp-startpoint,plain_data[1],
yosys_cells,167,
netlist_instances,167,
core_area,0.00514,mm2
finalClockPeriodUsage,97.5,%
grt_max_degree,16,
routabilityCongestion,0.895,
ctsHoldBuffers,0,
ys_chip_area,0.00110,mm2
dpl_worst_slack,-780,ps
crit_required,2880,ps
final_cell_mix,"buf_4 (74), nand2_1 (23), buf_6 (14), nor2_1 (12)",
die_height,93,um
peakVddDrop,0.0000829,V
grt-ovfl-total,0,
firstDrtPassIters,4,
wl_per_cell,13.2,um
whs,2010,ps
syn_avg_cell_area,6.58,um2
hold_violations,0,
[cell type report]
cell class | count | area (um2) | share of cell area (%)
Tap cell | 70 | 87.6 | 3.95
Inverter | 8 | 36.3 | 1.64
Timing Repair Buffer | 103 | 877 | 39.6
Multi-Input combinational cell | 147 | 1210 | 54.8
[layer usage]
layer  up-vias  global-route usage (%)  part of all wire, %
li1        792                       -                    -
met1       729                    13.7                   46
met2        47                    15.2                   46
met3         0                   0.646                  7.9
met4         0                   0.257                    0
met5         -                       0                    0
[repair_timing]
action | 4_1_cts | 5_1_grt
cloned | 0 | 0
resized | 93 | 25
endpoints found under the setup margin | 8 | 6
buffers inserted | 22 | 11
pin swaps | 29 | 19
[synthesized netlist by cell type (3+ instances only)]
library cell,count
nand2b_1,4
o21ai_0,13
inv_1,7
clkbuf_1,5
mux2i_1,3
nand2_1,26
nor2b_1,5
a31oi_1,4
nor3_1,6
xor2_1,5
nor2_1,13
buf_2,4
xnor2_1,11
nor4_1,4
nand3_1,3
a21oi_1,6
[power groups by stage]
stage	Sequential (mW)	Combinational [mW]	Clock [mW]
global route	0	0.462	0
CTS	0	0.401	0
finish	0	0.424	0
[cells by family (layout without fill, tap and decap cells)]
logic type               count (synthesis)  after routing  share of synthesized area [%]
AND/OR/NAND/NOR                         72             72                           33.0
AND-OR/OR-AND                           49             49                           33.1
adder cells (fa/ha/maj)                  1              1                           1.14
buffers and inverters                   20            111                           7.63
multiplexers                             4              4                           3.76
XOR/XNOR                                21             21                           21.3
[worst max path at each step]
stage | to | slack [ps] | depth (start not counted)
6_report | swapped_data[7] | 90 | 11
5_1_grt | swapped_data[6] | 3 | 12
4_1_cts | swapped_data[7] | 3 | 14
[worst max-delay path: cells and delay by family]
family | cells | cell delay, ps
AND/OR/NAND/NOR | 3 | 720
XOR/XNOR | 2 | 370
multiplexers | 1 | 180
buffers and inverters | 3 | 350
AND-OR/OR-AND | 2 | 450
